[./config.mk]
export PLATFORM = sky130hd
export DESIGN_NAME = axi_stream_insert_header
export DESIGN_NICKNAME = axi_stream_insert_header
export VERILOG_FILES = /design/flow/design.v
export SDC_FILE = /design/flow/constraint.sdc
export NUM_CORES = 4
export LEC_CHECK = 1
export CORE_UTILIZATION = 40
[./constraint.sdc]
current_design axi_stream_insert_header

set clk_period 11.9
set clk_io_pct 0.2

create_clock -name clk0 -period $clk_period [get_ports {clk}]

set non_clock_inputs [all_inputs -no_clocks]
set_input_delay [expr $clk_period * $clk_io_pct] -clock clk0 $non_clock_inputs
set_output_delay [expr $clk_period * $clk_io_pct] -clock clk0 [all_outputs]
[./design.v]
module axi_stream_insert_header #(
    parameter DATA_WD = 32,
    parameter DATA_BYTE_WD = DATA_WD / 8,
    parameter BYTE_CNT_WD = $clog2(DATA_BYTE_WD)
) (
    input clk,
    input rst_n,
    input valid_in,
    input [DATA_WD-1 : 0] data_in,
    input [DATA_BYTE_WD-1 : 0] keep_in,
    input last_in,
    output ready_in,
    output valid_out,
    output [DATA_WD-1 : 0] data_out,
    output [DATA_BYTE_WD-1 : 0] keep_out,
    output last_out,
    input ready_out,
    input valid_insert,
    input [DATA_WD-1 : 0] header_insert,
    input [DATA_BYTE_WD-1 : 0] keep_insert,
    input [BYTE_CNT_WD : 0] byte_insert_cnt,
    output ready_insert
);
function [BYTE_CNT_WD:0]count_1;
    input [DATA_BYTE_WD-1:0] data_in;
    reg [BYTE_CNT_WD:0]cnt,n;
begin
    cnt=0;
    for (n=0;n<DATA_BYTE_WD; n=n+1) begin
        if(data_in[n])
            cnt = cnt+1'b1; 
            count_1 =cnt;
    end
end
endfunction
localparam IDEL = 4'b0001;
localparam HAEDER_INSERT = 4'b0010;
localparam WAIT = 4'b0100;
localparam IN_OUT = 4'b1000;
reg [3:0] current_state;
reg [3:0] next_state;
reg [BYTE_CNT_WD : 0] byte_insert_cnt_temp;
reg [DATA_BYTE_WD-1 : 0] keep_insert_temp;
reg [DATA_WD-1:0] mem [0:4];
reg [1:0] addr_in;
reg [1:0] addr_out;
reg[4:0] cnt_temp;
reg [DATA_BYTE_WD-1 : 0] keepin_last;
wire [BYTE_CNT_WD:0] keepin_last_count;
wire [4:0] out_cnt ;
reg [2*DATA_WD-1 : 0] data_out_reg;
reg [2*DATA_BYTE_WD-1 : 0] keep_out_reg;
reg last_out_reg;
reg [4:0]cnt_out_temp;
    assign keepin_last_count = count_1(keepin_last); 
    assign ready_in = (current_state == HAEDER_INSERT || current_state==IN_OUT)?1'b1:1'b0;
    assign ready_insert = (current_state == IDEL)?1'b1:1'b0;
    assign valid_out = (current_state == IN_OUT)?1'b1:1'b0;
    assign out_cnt = (keepin_last_count+byte_insert_cnt_temp>DATA_BYTE_WD)?cnt_temp+1'b1:cnt_temp; 
    always @(posedge clk or negedge rst_n) begin
        if(!rst_n)begin
            current_state <= IDEL;
        end else begin
            current_state <= next_state;
        end
    end
    always @(*) begin
        next_state = IDEL;
        case (current_state)
            IDEL:begin
                if(valid_insert && ready_insert) 
                    next_state = HAEDER_INSERT;
                else 
                    next_state = IDEL;     
            end
            HAEDER_INSERT:begin
                if(ready_out && addr_in == 2'd3) 
                    next_state = IN_OUT;
                else if(addr_in == 2'd3)
                    next_state = WAIT; 
                else
                    next_state = HAEDER_INSERT;     
            end
            WAIT:begin
                if(valid_in && ready_out) 
                    next_state = IN_OUT;
                else 
                    next_state = WAIT;     
            end
            IN_OUT:begin
                if(last_out) 
                    next_state = IDEL;
                else 
                    next_state = IN_OUT;     
            end
            default: next_state = IDEL;
        endcase    
    end
    always @(posedge clk or negedge rst_n) begin
        if(!rst_n)begin
            byte_insert_cnt_temp <= 'b0;
            keep_insert_temp <= 'b0;
        end else if(valid_insert && ready_insert) begin
            byte_insert_cnt_temp <= byte_insert_cnt; 
            keep_insert_temp <= keep_insert;
        end else begin
            byte_insert_cnt_temp <= byte_insert_cnt_temp;
            keep_insert_temp <= keep_insert_temp;
        end
    end
    integer k;
    always @(posedge clk or negedge rst_n) begin
        if(!rst_n)begin
            addr_in <= 2'd0;
            cnt_temp <= 5'b0;
            keepin_last <= 'b0; 
            for(k=0;k<=4;k=k+1) 
               mem[k] <= 32'b0;        
        end else if(valid_insert && ready_insert && addr_in==2'd0) begin 
            addr_in <= addr_in + 1'b1;
            mem[addr_in] <= header_insert;
            cnt_temp <= 5'b0;
            keepin_last <= 'b0;
        end else if (valid_in && ready_in && last_in) begin 
            addr_in <= addr_in + 1'b1;
            mem[addr_in] <= data_in;
            cnt_temp <= cnt_temp + 1'b1;
            keepin_last <= keep_in;
        end else if (valid_in && ready_in) begin 
            addr_in <= addr_in + 1'b1;
            mem[addr_in] <= data_in;
            cnt_temp <= cnt_temp + 1'b1;
            keepin_last <= keepin_last;
        end else begin
            addr_in <= addr_in;
            cnt_temp <= cnt_temp;
            keepin_last <= keepin_last;
        end
    end
    always @(posedge clk or negedge rst_n) begin
        if(!rst_n)begin
            data_out_reg <= 'b0;
            keep_out_reg <= 'b0;
            last_out_reg <= 1'b0;
            addr_out <= 'b0;
            cnt_out_temp <= 'b0;
        end else if((current_state==HAEDER_INSERT || current_state==WAIT) && next_state == IN_OUT) begin 
            data_out_reg <= {mem[addr_out],mem[addr_out+1]} << (DATA_BYTE_WD - byte_insert_cnt)*8;
            keep_out_reg <= {DATA_BYTE_WD{1'b1}};
            last_out_reg <= 1'b0;
            addr_out <= addr_out + 1'b1;
            cnt_out_temp <= cnt_out_temp+1'b1;
        end else if (valid_out && ready_out) begin
            data_out_reg <= {mem[addr_out],mem[addr_out+1]} << (DATA_BYTE_WD - byte_insert_cnt)*8; 
            addr_out <= addr_out + 1'b1;
            cnt_out_temp <= cnt_out_temp+1'b1;
            if (cnt_out_temp == out_cnt-1'b1) begin
            last_out_reg <= 1'b1;
            keep_out_reg <= {keep_insert_temp,keepin_last} << (DATA_BYTE_WD - byte_insert_cnt);            
            end else begin                                                                                                                                           
            last_out_reg <= 1'b0;
            keep_out_reg <= {DATA_BYTE_WD{1'b1}};               
            end
        end else begin
            data_out_reg <= data_out_reg;
            keep_out_reg <= keep_out_reg;
            last_out_reg <= 1'b0;
            addr_out <= 'b0;
            cnt_out_temp <= 'b0;
        end
    end
    assign data_out = data_out_reg[2*DATA_WD-1:DATA_WD];
    assign keep_out = (out_cnt == cnt_temp)?keep_out_reg[2*DATA_BYTE_WD-1:DATA_BYTE_WD]:keep_out_reg[DATA_BYTE_WD-1:0];
    assign last_out = last_out_reg;
endmodule
[./run.sh]
#!/bin/bash
# OpenROAD 26Q1-2900-gdf79404cd8, Yosys 0.63+post, stock flow scripts
make -C /OpenROAD-flow-scripts/flow DESIGN_CONFIG=/design/flow/config.mk WORK_HOME=/design/flow/orfs finish
==> flow_summary.ini <==
; generated from flow reports
[status]
outcome = complete, no violations

[setup_path]
critical_path.endpoint_type = primary output
setup.worst_path.start_class = flip-flop
worstPathMaxFanout = 7
crit_chain = inv_1 -> ha_1 -> xor2_1 -> ha_1 -> mux2_2 -> inv_1 -> fa_1 -> nand2b_1 -> a21o_1 -> nor2_2 -> mux2_2 -> clkdlybuf4s50_1
crit_path_top_delay_cell = sky130_fd_sc_hd__fa_1
timing.reg2reg.setup_slack_ns = 7.91
crit_path_max_incr_delay_ns = 0.47
cp_data_arrival_time_ns = 3.88
worst_ep_required_ns = 9.52
timing_worst_setup_path_type = reg2out

[logic_synthesis]
enable_flop_cells = 0
yosysCellCount = 1276
ff_type = sky130_fd_sc_hd__dfrtp_1
post_synth_seq_share_pct = 43.47
yosys-stat-area_um2 = 11400
syn_avg_cell_area_um2 = 8.935
synth_area_um2 = 11400
postSynthCellCount = 1276
numSynthFlops = 198
ys_warn_count = 2
netlist-cell-type-count = 68
postSynth.asyncResetShare_pct = 100.0

[global_routing]
busiest_grt_layer = met1
grt_pass1_vias = 9852
grt_pass1_wl_um = 58420
leftover_overflow_at_the_end_of_global_routing = 0
largest_net_degree_at_the_start_of_global_routing = 66
grt.met2_usage_pct = 39.27
grtUsageTotal_pct = 27.34
groute.layer.met1.usage_pct = 42.60
grt_antenna_before_repair = 0
grt_util_met3_pct = 8.620

[layout]
drive_gt1_share_pct = 7.454
fin_cells = 1733
largest_register_ff_count = 128
syn2layout_area_growth_pct = 19.04
nFillCells = 2611
layout.area.seq_um2 = 4956
final-comb-area_um2 = 5913

[clock_tree]
clock_tree.root_cell = sky130_fd_sc_hd__clkbuf_16
tritoncts_clock_tree = built
clkSinkCount = 198
cts_resized = 0
numCtsBuffers = 17
post-cts-setup-buffer-count = 0
htree_num_levels = 4
clkSlewWorstSetupHoldPaths_ns = 0.08
insertion_delay_ns = 0.44
max-clock-path-buffers = 2
postCtsHoldBufs = 0

[floorplanning]
floorplan.initialDensity_pct = 40.81
area_of_the_die_um2 = 29180
core.rowCount = 61
num_io_pins = 121
fp.coreArea_um2 = 27930
die_w_um = 170.8
floorplan.die.height_um = 170.8

[detailed_routing]
antennaDiodeCount = 0
drtAntennaViolNets = 0
route.detailed.wl_per_inst_um = 21.55
detail_route.drc_violations = 0
vias_after_detailed_routing = 10316
drt-initial-drc-count = 1080
routed_wl_um = 37350
first_pass_iters = 10
viasPerCell = 5.953

[sta]
fin_crit_sh_pct = 52.56
actual_transition_at_the_worst_max_transition_pin_ns = 1.013
final-hold-violation-count = 0
fin_crit_ns = 6.255
finalSetupViolCount = 0
hold_slack_ns = 0.4811
clock_skew_ns = 0.01584
max_freq_ghz = 0.1599
setup_tns_ns = 0
max_slew_margin_pct = 31.99
final-max-slew-violation-count = 0
rsz_0062_raised_after_global_routing = no

[placed_design]
post-place-cells = 1701
detailed_place_hpwl_um = 25380
placer_s_final_routability_congestion_estimate = 0.9762
placement.io_buffers = 120

[worst_hold_path]
hp-class = reg2reg

[power_and_ir_drop]
irDropWorstVdd_uv = 145.2
cellLeakagePower_uw = 0.005698
power.density_cell_area_nw_per_um2 = 297.7

[run]
stage_log_warnings = 35
max-cap-violations = 0
[critical path: cells and delay by family, from the launching register on]
family          cells  cell delay, ns
mux                 2            0.53
fa+ha+maj           3            1.10
buf+inv             3            0.55
simple gates        2            0.43
xor+xnor            1            0.17
flops               1            0.45
compound gates      1            0.21
[cell families after synthesis]
group	count (synthesis)	synth area share, %
AND/OR/NAND/NOR	363	13.54
adder cells (fa/ha/maj)	21	2.371
multiplexers	77	6.914
buffers and inverters	144	4.993
AND-OR/OR-AND	454	27.18
XOR/XNOR	19	1.525
flip-flops	198	43.47
[through the flow]
| step | cell area (µm²) | utilization (%) | power, µW | setup slack [ns] |
|---|---|---|---|---|
| floorplan | 11400 | - | 2546 | 6.808 |
| global placement | 12930 | 46.28 | 3374 | 6.182 |
| detailed placement | 12930 | 46.28 | 3378 | 6.133 |
| CTS | 13570 | 48.58 | 4012 | 5.646 |
| global route | 13570 | 48.58 | 4336 | 5.428 |
| finish | 13570 | 48.58 | 4040 | 5.645 |
[area by class of cell]
cell class                 count  share of cell area, %
clock buffer                  17                  3.134
clock inverter                15                  1.604
inverter                      39                  1.079
multi-input combinational    934                  43.57
sequential                   198                  36.52
tap                          378                  3.485
timing repair buffer         152                  10.61
[synthesized netlist by cell type, types with 5 or more instances]
library cell	n	area share (%)
sky130_fd_sc_hd__o21ai_0	188	8.3
sky130_fd_sc_hd__o32a_1	5	0.44
sky130_fd_sc_hd__a32o_1	17	1.5
sky130_fd_sc_hd__a22o_1	12	0.92
sky130_fd_sc_hd__nor3_1	11	0.48
sky130_fd_sc_hd__nand2b_1	7	0.38
sky130_fd_sc_hd__a221oi_1	12	0.92
sky130_fd_sc_hd__mux2i_1	63	5.5
sky130_fd_sc_hd__buf_1	10	0.33
sky130_fd_sc_hd__buf_2	11	0.48
sky130_fd_sc_hd__a221o_1	11	0.97
sky130_fd_sc_hd__nand2_1	232	7.6
sky130_fd_sc_hd__a21boi_0	11	0.72
sky130_fd_sc_hd__clkbuf_1	82	2.7
sky130_fd_sc_hd__a2111oi_0	6	0.46
sky130_fd_sc_hd__mux2_2	14	1.4
sky130_fd_sc_hd__nor2_1	53	1.7
sky130_fd_sc_hd__a22oi_1	15	0.99
sky130_fd_sc_hd__nor2b_1	9	0.49
sky130_fd_sc_hd__a222oi_1	67	5.9
sky130_fd_sc_hd__a21oi_1	58	2.5
sky130_fd_sc_hd__ha_1	20	2.2
sky130_fd_sc_hd__o31ai_1	7	0.46
sky130_fd_sc_hd__xor2_1	10	0.77
sky130_fd_sc_hd__inv_1	38	1.3
sky130_fd_sc_hd__nand3_1	21	0.92
sky130_fd_sc_hd__xnor2_1	8	0.61
sky130_fd_sc_hd__and2_1	8	0.44
sky130_fd_sc_hd__dfrtp_1	197	43
[cell usage in the layout, fill, tap and decap left out, types with 14 or more instances in the layout]
master                            netlist  layout
sky130_fd_sc_hd__a32o_1                17      17
sky130_fd_sc_hd__buf_4                  0      32
sky130_fd_sc_hd__a222oi_1              67      67
sky130_fd_sc_hd__dfrtp_1              197     197
sky130_fd_sc_hd__nor2_1                53      53
sky130_fd_sc_hd__mux2i_1               63      63
sky130_fd_sc_hd__nand2_1              232     228
sky130_fd_sc_hd__clkdlybuf4s50_1        0     118
sky130_fd_sc_hd__mux2_2                14      14
sky130_fd_sc_hd__a21oi_1               58      58
sky130_fd_sc_hd__a22oi_1               15      15
sky130_fd_sc_hd__o21ai_0              188     188
sky130_fd_sc_hd__inv_1                 38      38
sky130_fd_sc_hd__ha_1                  20      17
sky130_fd_sc_hd__nand3_1               21      21
sky130_fd_sc_hd__clkbuf_16              0      17
[routing by layer]
metal / up-vias / routed length, µm
li1: 4870 / -
met1: 4957 / 16910
met2: 452 / 16110
met3: 37 / 3764
met4: 0 / 565
met5: - / 0
[where the power goes]
group          internal, µW  switching (µW)  total (µW)  leakage [µW]
clock network           312             309         620      0.000310
registers               962             245        1210       0.00251
logic                   850            1360        2210       0.00288
[path summary, 6_finish.rpt]
kind                                  start                to  cells after the start
max                          keepin_last[0]       keep_out[3]                     12
min                        data_out_reg[52]  data_out_reg[52]                      1
max reg2reg                  keepin_last[0]      last_out_reg                     13
min reg2reg                data_out_reg[52]  data_out_reg[52]                      1
max in group asynchronous             rst_n         mem[3][3]                      2
min in group asynchronous             rst_n   cnt_out_temp[2]                      1
Power is estimated from default activity; no workload was simulated.
